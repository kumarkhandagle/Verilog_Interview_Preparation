--- ./config.mk ---
export PLATFORM = sky130hd
export DESIGN_NAME = simple_ram
export DESIGN_NICKNAME = simple_ram
export VERILOG_FILES = /design/flow/design.v
export SDC_FILE = /design/flow/constraint.sdc
export NUM_CORES = 4
export LEC_CHECK = 1
export CORE_AREA = 10 10 96 96
export DIE_AREA = 0 0 106 106
--- ./constraint.sdc ---
current_design simple_ram

set clk_period 1.3
set clk_io_pct 0.2

create_clock -name clk0 -period $clk_period [get_ports {clk}]

set non_clock_inputs [all_inputs -no_clocks]
set_input_delay [expr $clk_period * $clk_io_pct] -clock clk0 $non_clock_inputs
set_output_delay [expr $clk_period * $clk_io_pct] -clock clk0 [all_outputs]
--- ./design.v ---
module simple_ram(
input wr,  
input clk,
input [3:0] addr, din,
  output reg [3:0] dout  
);
reg [63:0] mem [3:0];  
  always@(posedge clk)
    begin
      if(wr == 1)
        mem[addr] <= din;
      else
        dout <= mem[addr];
    end
endmodule
--- ./run.sh ---
#!/bin/bash
# OpenROAD 26Q1-2900-gdf79404cd8, Yosys 0.63+post, stock flow scripts
make -C /OpenROAD-flow-scripts/flow DESIGN_CONFIG=/design/flow/config.mk WORK_HOME=/design/flow/orfs finish
==> qor.yml <==
die:
  std_cell_rows: 31
  placeableCoreArea_um2: 7210
  floorplan.core_util: 0.103
  die-width_um: 106
  num_ports: 14
  total_die_size_um2: 11200
  die-height_um: 106
yosys:
  seq_area_frac_synth: 0.811
  yosysTopAreaCell: "edfxtp_1"
  post-synth-top-count-cell: "edfxtp_1"
  synthTopCellsByCount: "edfxtp_1 (20), mux4_2 (4), and3b_2 (2)"
  yosys-stat-area_um2: 741
  yosys-top-cells-area: "edfxtp_1 (81%), mux4_2 (12%), and3b_2 (2.7%)"
  asyncSetResetFlopFracSynth: 0
  area_of_the_mapped_netlist_um2: 741
  postSynthAreaPerCell_um2: 24.7
  yosysCellCount: 30
  yosys_warnings: 1
  edf_count: 20
  synth_top_area_share: 0.811
  syn_inst: 30
  yosys.cell_types.count: 7
  synth-seq-cells: 20
  synth_top_flop_cell: "edfxtp_1"
cts:
  cts.root.buffer_cell: "clkbuf_8"
  cts-buffers-inserted: 3
  clk_path_buf_depth: 2
  cts_tree: "yes"
  cts_sinks: 20
  worstSkewPairLatency_ps: 250
  clk_pin_slew_ps: 70
  cts_max_level: 1
timing:
  final.min_clock_period_ps: 1230
  hold_viol: 0
  post-route-period-util: 0.949
  max_slew_margin: 0.784
  skew_ps: 0.452
  hold_slack_ps: 585
  fin_ws_ps: 66.4
  grt_setup_unrepaired: "false"
  tightestPinTransition_ps: 324
  setup_viol: 0
  timing.final.max_slew_violations: 0
  fmax_ghz: 0.811
power:
  power.share.combinational: 0.073
  power_frac_clock: 0.308
  power.switching_fraction: 0.173
  power.static_leakage_nw: 0.338
  power_density_nw_per_um2: 1180
  power_switching_mw: 0.211
  p_seq_frac: 0.619
  vdd_ir_drop_max_v: 0.000435
  p_int_mw: 1.01
critical_path:
  worstSetupPathType: "in -> reg"
  crit_path_start_kind: "primary input"
  endpoint_kind: "flip-flop"
  worstPathRequired_ps: 1260
  worst_ep_arrival_time_ps: 1200
  critPathMaxFanout: 5
grt:
  grt-ovfl-total: 0
  globalRouteTotalUtil: 0.0219
  grt_pass1_vias: 403
  grt_pass1_wl_um: 1990
  initial_antenna_violation_count: 0
  grt_start_max_net_pins: 11
finish:
  finalCoreUtilization: 0.143
  layout-drive-gt1-share: 0.298
  final-seq-area_um2: 601
  stdcell_area_um2: 1030
  area.combinational_um2: 125
  areaGrowthSynthToFinish_pct: 39.7
  fillers: 814
drt:
  final_antenna_net_count: 0
  count_of_routing_violations_after_the_opening_detailed_route_iteration: 39
  drt-total-wl_um: 1230
  detailedRoute.firstPassIterationCount: 2
  vias: 348
  viasPerCell: 2.38
  antennaDiodeCount: 0
  wl_per_cell_um: 8.40
  drc_errors: 0
job:
  stage_log_warnings: 27
  max_cap_viols: 0
outcome:
  status: "finished, final reports clean"
placed_design:
  dpl-instance-area_um2: 986
  place.gp.congestion: 0.705
  placement.setup.worst_slack_ps: -353
  port-buffer-count: 11
min_path:
  worstHoldPathType: "in -> reg"
==> power by group through the flow <==
stage,sequential (mW),combinational [mW],clock (mW)
finish,0.757,0.0894,0.376
CTS,0.758,0.0917,0.384
global route,0.760,0.0977,0.422
==> logic make-up after synthesis <==
family | count (synthesis) | share of synthesized area
DFF | 20 | 0.811
muxes | 4 | 0.122
and+or+nand+nor | 4 | 0.0473
buffers and inverters | 2 | 0.0203
==> stage by stage <==
step                std cells  total power, mW  setup TNS (ps)
floorplan                  30            0.804               0
global placement          142            0.865           -4950
detailed placement        142            0.867           -5090
CTS                       146             1.23               0
global route              146             1.28               0
finish                    146             1.22               0
==> final cells by class <==
| class | count | share of cell area |
|---|---|---|
| clock buffer | 3 | 0.0399 |
| inverter | 1 | 0.00363 |
| multi-input combinational | 8 | 0.121 |
| sequential | 20 | 0.580 |
| tap | 99 | 0.120 |
| timing repair buffer | 15 | 0.135 |
==> flip-flops by register name (all words and copies together), names as in the netlist <==
| register | count |
|---|---|
| dout | 4 |
| mem | 16 |
==> placed cells by master, fill, tap and decap left out <==
cell type,Yosys,final
mux4_2,4,4
buf_4,0,3
nor3b_1,1,1
edfxtp_1,20,20
and3_2,1,1
clkbuf_8,0,3
dlygate4sd2_1,0,5
dlymetal6s2s_1,0,1
inv_1,1,1
buf_6,1,1
clkdlybuf4s50_1,0,5
and3b_2,2,2
==> critical path, cell delays in order <==
cell and delay (ps):
clkdlybuf4s50_1 560, nor3b_1 210, buf_4 170
==> layer usage <==
metal,vias up,share of wire,track usage
met1,169,0.41,0.0239
met3,4,0.063,0.00856
met5,-,0,0
met4,0,0.045,0.00870
met2,16,0.48,0.0375
li1,159,-,-
==> path summary, 6_finish.rpt <==
kind         cells after the start                 from  slack (ps)                   to
min reg2reg                      1  mem[0][1]$_DFFE_PP_         630    dout[1]$_DFFE_PN_
max                              3                   wr          70  mem[0][2]$_DFFE_PP_
max reg2reg                      1  mem[3][3]$_DFFE_PP_         210    dout[3]$_DFFE_PN_
min                              2              addr[1]         580    dout[1]$_DFFE_PN_
==> what timing repair did <==
action / in CTS / in global routing
hold buffers: 0 / 0
gates resized: 6 / 1
setup buffers: 1 / 0
endpoints found under the setup margin: 8 / 5
Power and IR drop assume default switching activity.
